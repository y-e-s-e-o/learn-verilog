==> /design/flow/design.v <==
module regfile (
    input             clk,
    input             we,
    input      [1:0]  rs1,
    input      [1:0]  rs2,
    input      [1:0]  rd,
    input      [31:0] rd_data,
    output reg [31:0] rs1_data,
    output reg [31:0] rs2_data
);
    reg [31:0] x1;
    reg [31:0] x2;
    reg [31:0] x3;
    always @(posedge clk) begin
        if (we) begin
            case (rd[1:0])
            2'd0: ;
            2'd1: x1 <= rd_data;  
            2'd2: x2 <= rd_data;
            2'd3: x3 <= rd_data;
            endcase
        end
    end
    always @(*) begin
        case (rs1[1:0])
        2'd0: rs1_data = 'd0;
        2'd1: rs1_data = x1;
        2'd2: rs1_data = x2;
        2'd3: rs1_data = x3;
        endcase
    end
    always @(*) begin
        case (rs2[1:0])
        2'd0: rs2_data = 'd0;
        2'd1: rs2_data = x1;
        2'd2: rs2_data = x2;
        2'd3: rs2_data = x3;
        endcase
    end
endmodule
==> /design/flow/run.sh <==
#!/bin/bash
# OpenROAD 26Q1-2900-gdf79404cd8, Yosys 0.63+post, stock flow scripts
make -C /OpenROAD-flow-scripts/flow DESIGN_CONFIG=/design/flow/config.mk WORK_HOME=/design/flow/orfs finish
==> /design/flow/config.mk <==
export PLATFORM = sky130hd
export DESIGN_NAME = regfile
export DESIGN_NICKNAME = regfile
export VERILOG_FILES = /design/flow/design.v
export SDC_FILE = /design/flow/constraint.sdc
export NUM_CORES = 4
export LEC_CHECK = 1
export CORE_UTILIZATION = 30
==> /design/flow/constraint.sdc <==
current_design regfile

set clk_period 4.6
set clk_io_pct 0.2

create_clock -name clk0 -period $clk_period [get_ports {clk}]

set non_clock_inputs [all_inputs -no_clocks]
set_input_delay [expr $clk_period * $clk_io_pct] -clock clk0 $non_clock_inputs
set_output_delay [expr $clk_period * $clk_io_pct] -clock clk0 [all_outputs]
==> results.sh <==
# flow metrics
export IMPL_status="completed"
export IMPL_place_congestion=0.7381
export IMPL_p_leak_nw=2.278
export IMPL_initial_utilization_pct=30.83
export IMPL_wl_per_cell_um=17.75
export IMPL_combPwrFrac_pct=14.7
export IMPL_vdd_ir_drop_max_uv=201.1
export IMPL_chip_area_um2=16190
export IMPL_synth_area_um2=4705
export IMPL_drv_slew=0
export IMPL_synthTopCellsByCount="edfxtp_1, a22o_1, mux2_4, buf_6, buf_12"
export IMPL_cap_violations=0
export IMPL_cts_tree="built"
export IMPL_hold_class="primary input to flop"
export IMPL_hp_start="rd_data[19]"
export IMPL_drt_iter0_drc=137
export IMPL_finalWirelength_um=10120
export IMPL_fin_crit_ps=3528
export IMPL_top_cell="edfxtp_1"
export IMPL_period_used_pct=76.70
export IMPL_root_buffer="clkbuf_16"
export IMPL_rsz0062_at_grt="false"
export IMPL_holdBufCountCts=0
export IMPL_ys_ff=96
export IMPL_grt_pass1_wl_um=15460
export IMPL_dpl_cell_count=554
export IMPL_ios=104
export IMPL_cp_data_required_time_ps=3680
export IMPL_vias=2690
export IMPL_arrival_ps=2610
export IMPL_synth_cell_types=14
export IMPL_setup_violations=0
export IMPL_syn_to_final_growth_pct=29.41
export IMPL_clk_path_buf_depth=2
export IMPL_yosys_area_um2=4705
export IMPL_track_usage_pct=13.35
export IMPL_power_share_switching_pct=20.53
export IMPL_final_hold_viol_count=0
export IMPL_cts_sinks=96
export IMPL_async_flop_share_pct=0
export IMPL_fmax_ghz=0.2834
export IMPL_grt_max_degree=33
export IMPL_edf_count=96
export IMPL_place_hpwl_um=6029
export IMPL_cts_buffers_inserted=9
export IMPL_dr_pass1_iters=4
export IMPL_warning_count=25
export IMPL_postRouteAntennaNets=0
export IMPL_cp_startpoint="rs2[0]"
export IMPL_viasPerCell=4.719
export IMPL_grt_pass1_vias=2823
export IMPL_crit_type="primary input to output port"
export IMPL_drive_above_1_share_pct=27.02
export IMPL_area_leaders="edfxtp_1, mux2_4, a22o_1, buf_12, buf_6"
export IMPL_htreeDepth=3
export IMPL_layoutNonFillerInstCount=570
export IMPL_top_area_cell="edfxtp_1"
export IMPL_synthCells=254
export IMPL_chipHeight_um=127.2
export IMPL_yosys_warnings=1
export IMPL_yosysSeqAreaShare_pct=61.28
export IMPL_grt_ovfl_total=0
export IMPL_port_buffers=103
export IMPL_clk_pin_slew_ps=60
export IMPL_num_rows=45
export IMPL_cp_max_fo=20
export IMPL_setup_ws_ps=1072
export IMPL_worstSetupStartpointType="primary input"
export IMPL_synth_stat_cells=254
export IMPL_post_cts_setup_buffer_count=0
export IMPL_drc=0
export IMPL_holdPathStages=1
export IMPL_switching_power_w=0.0004202
export IMPL_num_antenna_cells=0
export IMPL_die_w_um=127.2
export IMPL_avgSynthCellArea_um2=18.52
export IMPL_hold_end="x2[19]"
export IMPL_pre_cts_ws_ps=1056
export IMPL_ff_type="edfxtp_1"
export IMPL_p_clk_share_pct=35.1
export IMPL_end_kind="output port"
export IMPL_worstMarginPinSlew_ps=660.5
export IMPL_maxSlewHeadroom_pct=55.96
export IMPL_fp_coreArea_um2=15260
export IMPL_p_int_w=0.001627
export IMPL_yosysTopAreaCellShare_pct=61.28
export IMPL_p_per_area_nw_per_um2=336.2
export IMPL_antenna_found_initial=0
export IMPL_cts_resized=0
export IMPL_timing_setup_tns_ps=0
export IMPL_seqPwrFrac_pct=50.3
## cell families (layout without fill, tap and decap cells)
kind of cell | after synthesis | after routing | synth area share [%]
and+or+nand+nor | 6 | 6 | 1.064
buffers and inverters | 24 | 129 | 5.638
DFF | 96 | 96 | 61.28
muxes | 64 | 64 | 20.11
AOI/OAI and AO/OA | 64 | 64 | 11.91
## per-layer routing
layer | track usage [%] | part of all wire (%)
met5 | 0 | 0
met4 | 2.101 | 2.0
met3 | 3.669 | 6.5
met2 | 21.98 | 49
met1 | 18.83 | 43
## metrics by stage
step	total power, W	cell area, um2	hold WS [ps]	utilization [%]
6_report	0.002047	6088	1176	39.90
5_1_grt	0.002129	6088	1177	39.90
4_1_cts	0.002076	6088	1166	39.90
3_5_place_dp	0.001351	5799	1533	38.01
3_3_place_gp	0.001348	5799	1517	38.01
2_1_floorplan	0.001200	4705	1019	-
## worst max-delay path by stage
stage	end	slack [ps]
CTS	rs2_data[12]	1030
global route	rs2_data[13]	970
finish	rs2_data[13]	1070
## power by group through the flow
| stage | clock [W] | combinational, W | sequential [W] |
|---|---|---|---|
| 4_1_cts | 0.000742 | 0.000306 | 0.00103 |
| 5_1_grt | 0.000772 | 0.000323 | 0.00103 |
| 6_report | 0.000718 | 0.000300 | 0.00103 |
## worst max-delay path, stage by stage
cell and delay [ps]:
buf_2 140, nor2b_4 510, buf_4 330, a22o_1 200
clkdlybuf4s50_1 490
## layout make-up
class / count / area, um2
clock inverter: 6 / 60.06
fill: 1371 / 9170
tap: 211 / 264.0
multi-input combinational: 134 / 1567
sequential: 96 / 2883
timing repair buffer: 113 / 1086
clock buffer: 10 / 229.0
## sequential cells by signal, summed over array words and instances, names as in the netlist
signal and flops:
x2 32, x1 32, x3 32
## placed cells by master, fill, tap and decap left out
| master | instances |
|---|---|
| clkdlybuf4s50_1 | 99 |
| edfxtp_1 | 96 |
| a22o_1 | 64 |
| mux2_4 | 60 |
| buf_4 | 10 |
| clkbuf_16 | 9 |
| mux2_2 | 4 |
| buf_2 | 4 |
| nor2b_4 | 2 |
| clkinv_2 | 2 |
| nand2_1 | 1 |
| nor2_4 | 1 |
| and3b_2 | 1 |
| and3_2 | 1 |
| bufinv_16 | 1 |
| clkinvlp_4 | 1 |
| clkinv_4 | 1 |
| clkbuf_1 | 1 |
| clkinv_1 | 1 |
Power is estimated from default activity; no workload was simulated.
