--- config.mk ---
export PLATFORM = sky130hd
export DESIGN_NAME = ALU_4bit
export DESIGN_NICKNAME = ALU_4bit
export VERILOG_FILES = /design/flow/design.v
export SDC_FILE = /design/flow/constraint.sdc
export NUM_CORES = 4
export LEC_CHECK = 1
export CORE_AREA = 10 10 70 70
export DIE_AREA = 0 0 80 80
--- constraint.sdc ---
current_design ALU_4bit

set clk_period 2.3
set clk_io_pct 0.2

create_clock -name clk0 -period $clk_period

set non_clock_inputs [all_inputs -no_clocks]
set_input_delay [expr $clk_period * $clk_io_pct] -clock clk0 $non_clock_inputs
set_output_delay [expr $clk_period * $clk_io_pct] -clock clk0 [all_outputs]
--- design.v ---
module add_sub_4bit (
    input  [3:0] A_i, B_i,
    input        add_sub,  
    output [3:0] S_o,
    output       C_o, N_o, Z_o, V_o
);
    wire [4:0] C_w;
    wire [3:0] B_w;
    assign C_w[0] = add_sub;
    assign B_w    = add_sub ? ~B_i : B_i;
    adder_4bit adder (
        .A_i (A_i),
        .B_i (B_w),
        .C_i (C_w[0]),
        .S_o (S_o),
        .C_o (C_o),
        .N_o (N_o),
        .Z_o (Z_o),
        .V_o (V_o)
    );
endmodule
module adder_4bit (
    input   [3:0] A_i, B_i,
    input         C_i,
    output  [3:0] S_o,
    output        C_o, N_o, Z_o, V_o
);
    wire    [4:0] C_w;
    assign C_w[0] = C_i;
    assign C_o    = C_w[4];
    assign N_o    = S_o[3];
    assign Z_o    = (S_o == 4'b0000);
    assign V_o    = C_o ^ C_w[3];
    adder_1bit bit0 (
        .A_i (A_i[0]),
        .B_i (B_i[0]),
        .C_i (C_w[0]),
        .S_o (S_o[0]),
        .C_o (C_w[1])
    );
    adder_1bit bit1 (
        .A_i (A_i[1]),
        .B_i (B_i[1]),
        .C_i (C_w[1]),
        .S_o (S_o[1]),
        .C_o (C_w[2])
    );
    adder_1bit bit2 (
        .A_i (A_i[2]),
        .B_i (B_i[2]),
        .C_i (C_w[2]),
        .S_o (S_o[2]),
        .C_o (C_w[3])
    );
    adder_1bit bit3 (
        .A_i (A_i[3]),
        .B_i (B_i[3]),
        .C_i (C_w[3]),
        .S_o (S_o[3]),
        .C_o (C_w[4])
    );
endmodule
module adder_1bit (
    input  A_i, B_i,
    input  C_i,
    output S_o, C_o
);
    assign S_o = A_i ^ B_i ^ C_i;
    assign C_o = (A_i & B_i) | ((A_i ^ B_i) & C_i);
endmodule
module ALU_4bit (
    input      [3:0] A_i,
    input      [3:0] B_i,
    input      [1:0] Control_i,
    output reg [3:0] R_o
);
    wire [3:0] R_w;
    wire       C_o;
    wire       N_o;
    wire       Z_o;
    wire       V_o;
    always @(*) begin
        case (Control_i[1:0])
            2'b00 : R_o = R_w;
            2'b01 : R_o = R_w;
            2'b10 : R_o = A_i | B_i;
            2'b11 : R_o = A_i & B_i;
        endcase
    end
    add_sub_4bit u_add_sub_4bit (
        .A_i (A_i),
        .B_i (B_i),
        .add_sub (Control_i[0]),
        .S_o (R_w),
        .C_o (C_o),
        .N_o (N_o),
        .Z_o (Z_o),
        .V_o (V_o)
    );
endmodule
--- run.sh ---
#!/bin/bash
# OpenROAD 26Q1-2900-gdf79404cd8, Yosys 0.63+post, stock flow scripts
make -C /OpenROAD-flow-scripts/flow DESIGN_CONFIG=/design/flow/config.mk WORK_HOME=/design/flow/orfs finish
==> results.sh <==
# flow metrics
export IMPL_max_cap_violations=0
export IMPL_tool_warnings=35
export IMPL_status="finished, violations left"
export IMPL_layout_top_cell="buf_4"
export IMPL_place_area_um2=482
export IMPL_yosys_area_share_simple_pct=23.0
export IMPL_fp_dieArea_um2=6400
export IMPL_diodes=0
export IMPL_top_cell_area_share_pct=15.7
export IMPL_fin_ws_ns=-0.304
export IMPL_synth_area_um2=255
export IMPL_tightest_slew_ns=0.251
export IMPL_seq_cells=0
export IMPL_port_buffers=14
export IMPL_dr_pass1_iters=4
export IMPL_relSlewSlack_pct=83.2
export IMPL_cpMaxStageDelayCell="fa_2"
export IMPL_met2_usage_pct=3.29
export IMPL_crit_family="adder cells"
export IMPL_num_vias=294
export IMPL_grt_max_degree=7
export IMPL_register_area_um2=0
export IMPL_avgSynthCellArea_um2=7.51
export IMPL_drc_errors=0
export IMPL_setup_viol=1
export IMPL_largest_area_cell="fa_1"
export IMPL_postCtsSetupBuffers=0
export IMPL_worstPathMaxFanout=5
export IMPL_grt_antenna_before_repair=0
export IMPL_final_cell_area_um2=505
export IMPL_layout_top_cells="6 x buf_4, 4 x buf_2"
export IMPL_crit_cells=9
export IMPL_synth_cell_types=22
export IMPL_cp_cell_sequence="buf_8 > xnor2_4 > fa_2 > fa_2 > nor3_2 > a21oi_2 > o211a_1 > o21bai_2 > buf_2"
export IMPL_area_leaders="fa_1 16%, mux2i_1 12%, xnor2_1 6.9%"
export IMPL_gr_usage_met3_pct=1.25
export IMPL_postSynthCellCount=34
export IMPL_hold_class="input port to primary output"
export IMPL_gr_max_usage_layer="met1"
export IMPL_hold_viol=0
export IMPL_min_period_ns=2.60
export IMPL_slew_viol_final=0
export IMPL_die_height_um=80
export IMPL_yosys_area_um2=255
export IMPL_yosys_mux_area_fraction_pct=11.8
export IMPL_synth_compound_area_share_pct=23.5
export IMPL_ys_seq_share_pct=0
export IMPL_start_kind="input port"
export IMPL_final_antenna_net_count=0
export IMPL_worstHoldPathCells=4
export IMPL_wl_um=817
export IMPL_powerDensity_nw_per_um2=201
export IMPL_criticalPathCategory="input port to primary output"
export IMPL_vias_per_cell=3.00
export IMPL_num_clock_buffers=0
export IMPL_grt_pass1_wl_mm=1.52
export IMPL_drive_gt1_share_pct=40.4
export IMPL_critPathBufInv=2
export IMPL_finalClockPeriodUsage_pct=113
export IMPL_max_stage_delay_ns=0.40
export IMPL_wl_per_cell_um=8.34
export IMPL_place_gp_congestion=0.724
export IMPL_area_growth_pct=98.0
export IMPL_io_pins=14
export IMPL_crit_required_ns=1.84
export IMPL_die_w_um=80
export IMPL_logic_family="AND-OR/OR-AND gates"
export IMPL_initCoreUtil_pct=7.47
export IMPL_ys_warn_count=1
export IMPL_dp_hpwl_um=689
export IMPL_rsz0062_at_grt="yes"
export IMPL_worstPathArrival_ns=2.14
export IMPL_yosys_cells=34
export IMPL_ys_sh_xor_pct=10.3
export IMPL_fmax_mhz=384
export IMPL_grt_overflow_total=0
export IMPL_ir_worst_vdd_v=0.0000776
export IMPL_core_um2=3420
export IMPL_p_leak_nw=0.229
export IMPL_grt_usage_pct=2.75
export IMPL_synth_adder_area_share_pct=19.6
export IMPL_crit_top_cell="fa_2"
export IMPL_hold_slack_ns=1.32
export IMPL_endpoint_kind="primary output"
export IMPL_pre_cts_slack_ns=-1.20
export IMPL_drtIter0Drc=8
export IMPL_grt_use_met1_pct=4.44
export IMPL_violations="setup timing"
export IMPL_grt_pass1_vias=329
export IMPL_placementRows=21
-- worst paths after layout --
| kind | from | end | slack [ns] |
|---|---|---|---|
| hold / removal | Control_i[0] | R_o[3] | 1.32 |
| setup / recovery | B_i[1] | R_o[3] | -0.30 |
-- stage by stage --
stage | TNS (ns) | std cells | power [W] | util (%)
finish | -0.304 | 98 | 0.000102 | 14.8
global route | -0.405 | 98 | 0.000116 | 14.8
CTS | -0.525 | 98 | 0.000104 | 14.7
global placement | -2.48 | 98 | 0.000100 | 14.1
detailed placement | -2.58 | 98 | 0.000103 | 14.1
floorplan | -0.153 | 34 | 0.0000480 | -
-- layout make-up --
type,count,area [µm²]
Fill cell,395,2910
Multi-Input combinational cell,29,260
Tap cell,46,57.6
Timing Repair Buffer,20,176
Inverter,3,11.3
-- cells in the mapped netlist (all sizes together), types with 2 or more instances --
library cell	count
xnor2	2
nor2	3
fa	2
a21oi	2
nand2	2
o21ai	3
nand3	2
inv	3
buf	2
mux2i	3
-- where the power goes --
group / internal [W] / switching (W)
clock: 0 / 0
sequential: 0 / 0
combinational: 0.0000607 / 0.0000411
total: 0.0000607 / 0.0000411
-- timing repair --
item,CTS,global route
hold buffers,0,0
pin swaps,7,1
resized,32,7
endpoints found under the setup margin,4,2
-- metal layers --
| layer | part of all wire (%) | up-vias |
|---|---|---|
| met4 | 0 | 0 |
| met3 | 16 | 0 |
| met1 | 56 | 126 |
| li1 | - | 152 |
| met2 | 29 | 16 |
| met5 | 0 | - |
-- kinds of logic (layout without fill, tap and decap cells) --
logic type / after synthesis / count (layout)
muxes: 3 / 3
and+or+nand+nor: 11 / 11
AOI/OAI and AO/OA: 9 / 9
adders and majority gates: 3 / 3
buffers and inverters: 5 / 23
xor gates and xnor gates: 3 / 3
Power and IR drop assume default switching activity.
